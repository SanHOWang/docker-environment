### run.sh
#!/bin/bash
# OpenROAD 26Q1-2900-gdf79404cd8, Yosys 0.63+post, stock flow scripts
make -C /OpenROAD-flow-scripts/flow DESIGN_CONFIG=/design/flow/config.mk WORK_HOME=/design/flow/orfs finish
### config.mk
export PLATFORM = sky130hd
export DESIGN_NAME = RippleCarryAdder
export DESIGN_NICKNAME = RippleCarryAdder
export VERILOG_FILES = /design/flow/design.v
export SDC_FILE = /design/flow/constraint.sdc
export NUM_CORES = 4
export LEC_CHECK = 1
export CORE_AREA = 10 10 100 100
export DIE_AREA = 0 0 110 110
export SYNTH_HDL_FRONTEND = slang
### constraint.sdc
current_design RippleCarryAdder

set clk_period 18.2
set clk_io_pct 0.2

create_clock -name clk0 -period $clk_period

set non_clock_inputs [all_inputs -no_clocks]
set_input_delay [expr $clk_period * $clk_io_pct] -clock clk0 $non_clock_inputs
set_output_delay [expr $clk_period * $clk_io_pct] -clock clk0 [all_outputs]
### design.v
module FullAdder (
    input logic a,
    input logic b,
    input logic cin,
    output logic sum,
    output logic cout
);
    logic xor1, and1, and2, and3;
    xor(xor1, a, b);
    xor(sum, xor1, cin);
    and(and1, a, b);
    and(and2, b, cin);
    and(and3, a, cin);
    or(cout, and1, and2, and3);
endmodule
module RippleCarryAdder (
    input logic [31:0] a,
    input logic [31:0] b,
    input logic cin,
    output logic [31:0] sum,
    output logic cout
);
logic [32:0] c;
assign c[0] = cin;
genvar i;
generate
    for (i = 0; i < 32; i++) begin : adder_gen
        FullAdder fa (
            .a(a[i]),
            .b(b[i]),
            .cin(c[i]),
            .sum(sum[i]),
            .cout(c[i+1])
        );
    end
endgenerate
assign cout = c[32];
endmodule
==> results.tsv <==
metric	value	unit
Seq share, synth	0	
crit-path max FO	1	
Cell Pwr Density	32.20	mW/mm^2
initial antenna violation count	0	
wire per inst	12.97	um
P_leak	0.0006551	uW
hold path depth	5	
DP HPWL	3118	um
CP Capture Type	output pin	
met1 Use GR	0.06063	
Hold Path Class	primary input to output pin	
Slew HR	0.9145	
peak supply drop	13.06	uV
synthesized area	918.4	sq um
IO Pins	98	
HP Start	cin	
Crit Path Class	primary input to output pin	
post-route setup slack	-0.4987	ns
Data required, critical path	14.56	ns
Flop area	0	sq um
global-route wire length before repair	4740	um
most frequent logic cell in the layout	clkdlybuf4s50_1	
Ant. Diodes	0	
most frequent CP cell	fa_2	
fin crit period	18.70	ns
Final Max Tran Viols	0	
Setup Slack @ Placement	-1.305	ns
layout cell share with drive strength beyond 1	0.3286	
synthesized chip area reported by yosys	918.4	sq um
chip area	0.01210	sq mm
port bufs	98	
setup bufs post-CTS	0	
Detailed Route WL	3139	um
Worst-Margin Slew	0.1279	ns
tool warnings	35	
Syn Area/Cell	12.41	sq um
routed vias	743	
CP Launch Type	primary input	
footprint of the multi-input gates	720.7	sq um
Die W	110	um
Die Height	110	um
Top Layout Cells	clkdlybuf4s50_1 (88), fa_2 (32), inv_2 (6)	
synthesis-to-finish area growth	101.8	%
Finish-stage setup viols	3	
Most Crowded Layer GR	met2	
Synth warnings	0	
share of the clock period used by the worst path	1.027	
Setup TNS	-0.9022	ns
hold slack	8.024	ns
Syn Inst Count	74	
Via-to-Cell Ratio	3.070	
placed insts	242	
fp util	0.1176	
flop count	0	
Rows	32	
WHS Endpoint	sum[0]	
status	finished with violations	
RSZ-0062 raised after global routing	true	
largest net degree at the start of global routing	2	
global route overflow	0	
GPL Wtd Cong	0.8859	
post-route non-filler standard cell count	242	
CP arrival	15.06	ns
number of global-route vias before repair	941	
M3 GR Usage	0.04759	
final tally of hold violations	0	
Max Fclk	0.05348	GHz
distinct lib cells	3	
DRC Markers	0	
MaxCap Viol Count	0	
Fillers	854	
Crit path largest cell delay	0.42	ns
yosys cell count	74	
remaining antenna violation count after routing	0	
CP max-delay cell	fa_2	
failing checks	setup timing	
Total GRT Usage	0.04998	
first drt pass iteration count	2	
Final Util	0.2373	
Detailed Route Iter0 Violations	4	
Placeable Area	0.007807	sq mm
met2 usage	0.06732	
clk_buf instances	0	
## metrics by stage
stage               cell area [sq um]  power [uW]
floorplan                       991.0       30.19
global placement                 1859       62.72
detailed placement               1859       63.11
CTS                              1848       62.00
global route                     1853       68.19
finish                           1853       59.68
## routing by layer
layer  vias to the layer above  part of all wire
met2                       101              0.31
met5                         -                 0
li1                        312                 -
met4                         0                 0
met3                         0              0.31
met1                       330              0.38
## worst max-delay path: cells and delay by family
kind       cells  cell delay [ns]
buf+inv        6             0.35
fa+ha+maj     32            11.03
## synthesized netlist by cell type (all sizes together)
master  number  area share
inv         10       0.041
buf         32        0.26
fa          32        0.70
## cell type report
class,instances,area share
Timing Repair Buffer,98,0.5206
Inverter,10,0.02161
Multi-Input combinational cell,32,0.3889
Tap cell,102,0.06887
## what timing repair did
item / CTS / global route
hold buffers: 0 / 0
gates resized: 32 / 6
endpoints found under the setup margin: 5 / 5
## where the power goes
part           leakage, uW  internal [uW]  switching (uW)
sequential               0              0               0
combinational     0.000655           43.5            16.1
clock                    0              0               0
## how the worst max path moves through the flow
stage / startpoint / to / depth (start not counted)
final: a[0] / sum[31] / 38
after CTS: a[0] / sum[31] / 38
after global routing: a[0] / sum[31] / 38
## cells by family after synthesis
logic type,count (synthesis),synth area share
buf+inv,42,0.3025
fa+ha+maj,32,0.6975
No activity file was given, so power comes from the tool's default toggle rates.
