--- flow/design.v ---
module TrafficLightController (
    input clk,
    input rst,
    input en,
    input [5:0] red_time_i,
    input [5:0] yellow_time_i,
    input [5:0] green_time_i,
    output logic red,
    output logic yellow,
    output logic green,
    output logic [5:0] left_time
);
    typedef enum logic [1:0] {
        IDLE, RED, YELLOW, GREEN
     } state_t;
    state_t cs, ns;
    logic [5:0] red_time, yellow_time, green_time;
    always_ff @(posedge clk or posedge rst) begin  
        if (rst) cs <= IDLE;
        else begin
            if (en) cs <= ns;
            else cs <= cs;
        end
    end
    always_comb begin  
        case(cs)
            IDLE: begin
                if (en) ns = RED;
                else ns = IDLE;
            end
            RED: begin
                if (left_time == 'd1) ns = GREEN;
                else ns = RED;
            end
            YELLOW: begin
                if (left_time == 'd1) ns = RED;
                else ns = YELLOW;
            end
            GREEN: begin
                if (left_time == 'd1) ns = YELLOW;
                else ns = GREEN;
            end
            default: ns = IDLE;
        endcase
    end
    always_ff @( posedge clk or posedge rst ) begin
        if (rst) begin
            red_time <= 'd0;
            yellow_time <= 'd0;
            green_time <= 'd0;
        end
        else begin
            if (cs == IDLE && en) begin
                red_time <= red_time_i;
                yellow_time <= yellow_time_i;
                green_time <= green_time_i;
            end
        end
    end
    always_ff @( posedge clk or posedge rst ) begin
        if (rst) left_time <= 'd0;
        else begin
            if (en) begin
                if (cs == IDLE) left_time <= red_time_i;
                else if (cs == ns) left_time <= left_time - 'd1;
                else begin
                    case(ns)
                        RED: left_time <= red_time;
                        YELLOW: left_time <= yellow_time;
                        GREEN: left_time <= green_time;
                        default: left_time <= 'd0;
                    endcase
                end
            end
        end
    end
    assign red = (cs == RED);
    assign yellow = (cs == YELLOW);
    assign green = (cs == GREEN);
endmodule
--- flow/config.mk ---
export PLATFORM = sky130hd
export DESIGN_NAME = TrafficLightController
export DESIGN_NICKNAME = TrafficLightController
export VERILOG_FILES = /design/flow/design.v
export SDC_FILE = /design/flow/constraint.sdc
export NUM_CORES = 4
export LEC_CHECK = 1
export CORE_AREA = 10 10 111 111
export DIE_AREA = 0 0 121 121
export SYNTH_HDL_FRONTEND = slang
--- flow/run.sh ---
#!/bin/bash
# OpenROAD 26Q1-2900-gdf79404cd8, Yosys 0.63+post, stock flow scripts
make -C /OpenROAD-flow-scripts/flow DESIGN_CONFIG=/design/flow/config.mk WORK_HOME=/design/flow/orfs finish
--- flow/constraint.sdc ---
current_design TrafficLightController

set clk_period 4.0
set clk_io_pct 0.2

create_clock -name clk0 -period $clk_period [get_ports {clk}]

set non_clock_inputs [all_inputs -no_clocks]
set_input_delay [expr $clk_period * $clk_io_pct] -clock clk0 $non_clock_inputs
set_output_delay [expr $clk_period * $clk_io_pct] -clock clk0 [all_outputs]
==> GITHUB_STEP_SUMMARY <==
## Implementation flow summary

| Metric | Value |
|---|---|
| Outcome | finished clean |
| Core footprint | 9860 sq um |
| Crit start category | flip-flop |
| Slowest cell delay on critical path | slightly above 0.8 ns |
| Drt pass-1 iters | 4 |
| OpenROAD warnings | 26 |
| Die H | roughly 120 um |
| Setup violators final | 0 |
| CTS Root Cell | clkbuf_8 |
| Dpl hpwl | about 3200 um |
| H-tree levels | 1 |
| Setup TNS | 0 ns |
| Design Power | 1.40 mW |
| Die area | roughly 15000 sq um |
| Post-CTS resize count | 0 |
| P&R area growth vs syn | 33.7% |
| Register-to-register setup slack | 1.75 ns |
| Fin crit share | 77.2% |
| Max_cap viols | 0 |
| Final hold viol count | 0 |
| Met3 wire len | approximately 190 um |
| Routed WL per cell | 13.2 um |
| Fmax achieved | 324 MHz |
| Relative slew margins | 50.9% |
| CTS max path bufs | 2 |
| Leak | 0.776 nW |
| Routed Wire Length | 4240 um |
| Inserted Diodes | 0 |
| Yosys top cell by instances | dfrtp_1 |
| Post-CTS Setup Bufs | 0 |
| Remaining antenna violation count after routing | 0 |
| Sequential fraction of the synthesis area | 41.9% |
| Critical path class | reg2out |
| Worst path cell trace | clkinv_1 > nor2_1 > clkdlybuf4s50_1 |
| Critical-path top delay cell | dfrtp_1 |
| RSZ-0062 raised after global routing | no |
| Synth area leaders | dfrtp_1 (42%), mux2_2 (13%), a21oi_1 (3.5%) |
| WP data required | 3.20 ns |
| Die W | 121 um |
| Floorplan utilization | 15.7% |
| Sink Count | 26 |
| CTS Buf Count | 3 |
| Yosys stat cell total | 161 |
| Uppermost layer routed | met4 |
| Tmin final | 3.09 ns |
| Crit end category | output port |
| Clock Skew | 0.00222 ns |
| Fraction of layout cells with a size suffix above 1 | around 16% |
| Chip Area, Yosys | ~1600 sq um |
| First DRT Iteration DRCs | 46 |
| First-pass GRT wire length | 6960 um |
| Worst Max-Slew Pin Slew | 0.737 ns |
| Synthesized instance count | 161 |
| DR vias | between 1k and 1.5k |
| Area leader, netlist | dfrtp_1 |
| Synth top area share | around two fifths |
| Clock transition at path regs | ~0.090 ns |
| CTS Hold Bufs | 0 |
| Flip-flops with a built-in enable | 0 |
| Ys flops | 26 |
| Mapped Area | 1550 sq um |
| Synth warn | 0 |
| Share of flip-flops with an asynchronous set or reset | roughly 100% |
| Power per Cell Area | 676 nW/um^2 |
| Ys flop type | dfrtp_1 |
| Initial antenna violation count | 0 |
| Total congestion overflow | 0 |
| Dpl cells | 317 |
| Max Fanout on Critical Path | 25 |
| Hold Path Class | reg2reg |
| Routed length on met2 | 2100 um |
| Met1 wire length | 1910 um |
| Non-filler cells, final | 321 |
| Post-layout util | roughly a fifth |
| CTS tree | yes |
| Port Buf Inserts | 29 |
| Overall Global Routing Usage | just under 6% |
| Vias in the first global route | 1316 |
| RD Place Congestion | roughly 0.88 |
| # IOs | 30 |
| # rows | 36 |
| Insertion Delay late pin | 0.27 ns |
| Library cells used by synthesis | 44 |
| Drt via density | 4.17 |
| Synth Area per Inst | just under 10 sq um |
| Worst IR drop on VDD | 0.150 mV |
| Top cells by count | dfrtp_1 (26), mux2_2 (18), a21oi_1 (11), o21ai_0 (9), nor2_1 (8) |
| DRC viols | 0 |
| Slew Limit Fails | 0 |
| Pin count of the biggest net entering global routing | 27 |
| WP data arrival | about 2.3 ns |
==> cells in the final DEF, fill, tap and decap left out, types with 2 or more instances in the layout <==
cell type / count
a221oi_1: 2
clkdlybuf4s50_1: 29
a21oi_1: 11
nand3_1: 4
and4_1: 2
nor2b_1: 6
nor2_1: 8
or3_1: 2
nand2_1: 6
o211ai_1: 2
dfrtp_1: 26
nand2b_1: 4
ha_1: 2
o21ai_0: 9
nor3_1: 6
clkbuf_8: 3
inv_1: 5
a31oi_1: 6
a41oi_1: 3
mux2_2: 18
o31ai_1: 3
buf_4: 5
nand4_1: 3
==> routing by layer <==
layer / vias to the layer above / track usage, %
li1: 657 / -
met1: 648 / 7.88
met2: 30 / 9.32
met3: 2 / 1.23
met4: 0 / 0.905
met5: - / 0
==> stage by stage <==
| step | setup WS [ns] | hold WS (ns) | area (sq um) |
|---|---|---|---|
| after floorplan | 1.99 | 0.473 | 1550 |
| after global placement | 1.18 | 0.498 | 2000 |
| after detailed placement | 1.17 | 0.505 | 2000 |
| after CTS | 0.857 | 0.527 | 2080 |
| after global routing | 0.709 | 0.548 | 2080 |
| final | 0.913 | 0.521 | 2080 |
==> logic make-up after synthesis <==
family / after synthesis / share of synthesized area [%]
XOR/XNOR: 1 / 0.564
adder cells (fa/ha/maj): 2 / 1.61
buffers and inverters: 17 / 4.51
AND-OR/OR-AND: 48 / 20.7
AND/OR/NAND/NOR: 48 / 17.0
multiplexers: 19 / 13.7
flip-flops: 26 / 41.9
==> sequential cells by signal, summed over array words and instances (netlist names) <==
register and count:
cs 2, red_time 6, left_time 6, yellow_time 6, green_time 6
==> cell type report <==
type / count / area (sq um)
Fill cell: 1058 / 7790
Clock inverter: 1 / 30.0
Multi-Input combinational cell: 118 / 837
Inverter: 6 / 22.5
Sequential cell: 26 / 651
Tap cell: 133 / 166
Timing Repair Buffer: 34 / 328
Clock buffer: 3 / 41.3
==> final timing paths <==
path | cells past startpoint | from | end
min in group asynchronous | 3 | rst | yellow_time[2]
worst max register to register | 4 | cs[1] | left_time[4]
worst min register to register | 1 | green_time[3] | green_time[3]
worst min-delay path | 1 | green_time[3] | green_time[3]
max in group asynchronous | 3 | rst | cs[0]
worst max-delay path | 3 | cs[1] | yellow
==> where the power goes <==
group          internal [mW]  switching, mW  total (mW)
logic                  0.345          0.275       0.620
registers              0.393          0.172       0.565
clock network          0.134         0.0835       0.217
==> critical path: cells and delay by family, from the launching register on <==
kind	cells	cell delay, ns
buffers and inverters	2	0.96
DFF	1	0.82
and+or+nand+nor	1	0.23
No activity file was given, so power comes from the tool's default toggle rates.
